<file path="./config.mk">
export PLATFORM = sky130hd
export DESIGN_NAME = qoi_encoder
export DESIGN_NICKNAME = qoi_encoder
export VERILOG_FILES = /design/flow/design.v
export SDC_FILE = /design/flow/constraint.sdc
export NUM_CORES = 4
export LEC_CHECK = 1
export CORE_UTILIZATION = 30
export SYNTH_HDL_FRONTEND = slang
</file>
<file path="./constraint.sdc">
current_design qoi_encoder

set clk_period 29.8
set clk_io_pct 0.2

create_clock -name clk0 -period $clk_period [get_ports {clk}]

set non_clock_inputs [all_inputs -no_clocks]
set_input_delay [expr $clk_period * $clk_io_pct] -clock clk0 $non_clock_inputs
set_output_delay [expr $clk_period * $clk_io_pct] -clock clk0 [all_outputs]
</file>
<file path="./design.v">
module qoi_encoder(
	input wire[7:0] r,
	input wire[7:0] g,
	input wire[7:0] b,
	input wire[7:0] a,
	input wire finish,
	input wire clk,
	input wire rst,
	output reg[7:0] chunk[4:0],
	output reg[2:0] chunk_len
);
wire[31:0] px = {r, g, b, a};
reg[7:0] prev_r;
reg[7:0] prev_g;
reg[7:0] prev_b;
wire signed[7:0] vr = r - prev_r;
wire signed[7:0] vg = g - prev_g;
wire signed[7:0] vb = b - prev_b;
wire signed[7:0] vg_r = vr - vg;
wire signed[7:0] vg_b = vb - vg;
reg[7:0] prev_a;
reg prev_finish;  
wire is_repeating = ({prev_r, prev_g, prev_b, prev_a} == px) && !finish;
reg[7:0] next_chunk[4:0];
reg[2:0] next_chunk_len;
reg[5:0] run;
reg[31:0] index[63:0];
wire[5:0] index_pos = r * 3 + g * 5 + b * 7 + a * 11;
always @ (posedge clk) begin
	if (is_repeating) begin : start_and_midde_OP_RUN
		next_chunk[0] <= {2'b11, run};  
		next_chunk_len <= 0;
		run <= run + 1;
	end else if (index[index_pos] == px) begin
		next_chunk[0] <= {2'b00, index_pos};
		next_chunk_len <= 1;
	end else if (prev_a != a) begin
		next_chunk[0] <= 8'b11111111;
		next_chunk[1] <= r;
		next_chunk[2] <= g;
		next_chunk[3] <= b;
		next_chunk[4] <= a;
		next_chunk_len <= 5;
	end else if (
		vr > -3 && vr < 2 &&
		vg > -3 && vg < 2 &&
		vb > -3 && vb < 2
	) begin
		next_chunk[0] <= {2'b01, 2'(vr + 2), 2'(vg + 2), 2'(vb + 2)};
		next_chunk_len <= 1;
	end else if (
		vg_r >  -9 && vg_r <  8 &&
		vg   > -33 && vg   < 32 &&
		vg_b >  -9 && vg_b <  8
	) begin
		next_chunk[0] <= {2'b10, 6'(vg + 32)};
		next_chunk[1] <= {4'(vg_r + 8), 4'(vg_b + 8)};
		next_chunk_len <= 2;
	end else begin
		next_chunk[0] <= 8'b11111110;
		next_chunk[1] <= r;
		next_chunk[2] <= g;
		next_chunk[3] <= b;
		next_chunk_len <= 4;
	end
	prev_r <= r;
	prev_g <= g;
	prev_b <= b;
	prev_a <= a;
	prev_finish <= finish;
	index[index_pos] <= px;
	chunk <= next_chunk;
	chunk_len <= next_chunk_len;
	if (((run > 0) && !is_repeating) || (run == 62)) begin : commit_OP_RUN
		run <= is_repeating;  
		chunk[0] <= {2'b11, 6'(run - 1)};
		chunk_len <= 1;
	end : commit_OP_RUN
	if (prev_finish) begin
		chunk_len <= 0;
	end
	if (rst) begin
		prev_r <= 0;
		prev_g <= 0;
		prev_b <= 0;
		prev_a <= 255;
		chunk <= '{default:0};
		chunk_len <= 0;
		next_chunk <= '{default:0};
		next_chunk_len <= 0;
		run <= 0;
		index <= '{default: 0};
	end
end
endmodule
</file>
<file path="./run.sh">
#!/bin/bash
# OpenROAD 26Q1-2900-gdf79404cd8, Yosys 0.63+post, stock flow scripts
make -C /OpenROAD-flow-scripts/flow DESIGN_CONFIG=/design/flow/config.mk WORK_HOME=/design/flow/orfs finish
</file>
==> results.txt <==
Purpose: to document the outcome of synthesis and place and route.

Outcome
The flow ran to the end, but the final reports show violations. The checks that failed: capacitance limit, slew limit.

Final timing
Setup repair after global routing left no endpoint under its margin. The final clock period utilization by the worst path is 53.2%. The number of failing setup endpoints in the final timing report is 0. The flow reports an fmax of 0.0631 GHz. The final tally of hold violations is 0. The pin closest to its max-slew limit shows a slew of 1.60 ns. The relative slew slack is -7.27%. After routing, the total negative slack on setup checks comes to 0 ns. The final tally of max-slew violations is 2. The clock skew is 0.0413 ns.

The worst path in the final design needs a cycle of 15.84 ns, including I/O delays and setup. The worst hold margin is 0.450 ns.

Worst setup path
The sum of buffers and inverters on the critical path is 9. The longest individual stage delay on the worst path is 0.76 ns. The startpoint-to-endpoint class of the critical path is in2reg.

The endpoint arrival time on the critical path is 16.63 ns. STA classifies the critical path startpoint as an input pin. The most used cell along the critical path is sky130_fd_sc_hd__buf_4. The critical-path cell with the highest stage delay is sky130_fd_sc_hd__nor4b_1.

The total number of cells along the worst setup path is 27. The required time at the worst endpoint is listed as 30.59 ns. The peak fanout along the critical path is 38. Among cell families on the critical path, the largest total delay comes from buffers and inverters. The worst register-to-register path has a depth of 16. The worst setup path is captured at a register.

Global route
The number of antenna violations at the first check in global routing is 14. The total grt overflow is 0. The number of global-route vias before repair is 85300.

Global routing consumed, over all layers together, 26.5% of the routing resources. The global-route wire length before repair is 611 mm. The largest net degree at the start of global routing is 160.

Die
The row count is 207. The die is 567 µm wide. The die is 567 µm tall. The number of primary I/O pins is 78. In the floorplan report the effective utilization is 30.1%. The floorplan die area is 322000 µm². In this run the standard cell core region covers 318000 µm².

Min path
The class of the worst hold path is reg2reg. Along the worst hold path, the cell count comes to 2.

Final layout
By instance count after routing, the leading logic cell types are sky130_fd_sc_hd__nand2_1 (4282), sky130_fd_sc_hd__a21oi_1 (2205), sky130_fd_sc_hd__dfxtp_1 (2173). Per the final layout report, the fraction of cells sized above drive strength 1 comes to 10.2%. The relative area change from synthesis to final layout is 12.2%. The top cell type in the final layout, fill and taps aside, is sky130_fd_sc_hd__nand2_1.

The final-layout fill cell count is 32700. After the flow finishes, the layout carries non-filler instances totaling 16200. The final core utilization is 33.8%. The sequential cell area is 43500 µm².

Summing all multi-input logic gate instances after layout gives 47300 µm².

Place
After its last routability iteration, the placer logged a weighted congestion of 0.995. The instance count after placement with tap cells included is 15800. Once detailed placement completed, the half-perimeter wirelength came to 246 mm. The number of buffers added on ports is 77.

Clocking
The clock reaches the later pin of the worst-skew pair after 0.93 ns. The number of sinks handled by clock tree synthesis is 2173. The CTS report gives the tree buffer count as 223.

The clock transition at the registers of the reported paths is 0.06 ns. The post-CTS setup-driven buffer insertion count is 0. TritonCTS built the clock tree. The number of hold buffers added after CTS was 0. The number of buffers on the longest clock path is 3. CTS placed an instance of sky130_fd_sc_hd__clkbuf_16 at the clock tree root. After clock tree synthesis, the repair step resized 0 gates. The total number of H-tree levels is 4.

Synthesis
The synthesized netlist occupies a cell area of 95800 µm². The post-synthesis chip area from yosys is 95800 µm². In this run the biggest area consumer among cell types represents 45.4% of the synthesized area. The instance count of the mapped netlist is 12300.

The yosys stat cell total is 12300. A synthesized cell averages 7.76 µm². The netlist uses 95 different library cells.

Among all flip-flop cells after synthesis, the most frequent one is sky130_fd_sc_hd__dfxtp_1. The leading area contributor after synthesis is sky130_fd_sc_hd__dfxtp_1. Ranked by total cell area, the synthesized netlist is headed by sky130_fd_sc_hd__dfxtp_1 (45%), sky130_fd_sc_hd__nand2_1 (17%), sky130_fd_sc_hd__a21oi_1 (12%). The number of warning messages in the yosys log is 0.

The number of enable-type register cells in the synthesized netlist is 0. The synthesis report gives the async set-or-reset register share as 0%. Sequential elements use 45.4% of the synthesized area.

Counting flops and latches in the post-synthesis netlist gives 2173.

Drt
The iteration count recorded for the first detailed-route pass is 10. After detailed routing, the average wire length per cell comes to 26.5 µm. Per the post-route antenna check, the number of violating nets is 0. The DRC violation count after routing is 0. The routed design has 428 mm of wire.

The routed layout has 92900 vias. The routed via count divided by cell count is 5.75. The starting DRC count in detailed routing is 11300.

Run
The stage-log warning count is 44. In this run the maximum-capacitance check reported violations numbering 1.

Power and ir drop
Yosys cell counts, types with 28 or more instances:
master                      instances
sky130_fd_sc_hd__buf_4             56
sky130_fd_sc_hd__a21oi_1         2205
sky130_fd_sc_hd__mux2i_1          213
sky130_fd_sc_hd__a221oi_1          81
sky130_fd_sc_hd__o22ai_1          286
sky130_fd_sc_hd__a221o_1           28
sky130_fd_sc_hd__xor2_1            28
sky130_fd_sc_hd__nor2b_1           67
sky130_fd_sc_hd__mux4_2            50
sky130_fd_sc_hd__nor3_1            42
sky130_fd_sc_hd__o221ai_1         232
sky130_fd_sc_hd__a2bb2oi_1         29
sky130_fd_sc_hd__nor2_1           228
sky130_fd_sc_hd__xnor2_1           47
sky130_fd_sc_hd__nand2_1         4284
sky130_fd_sc_hd__o21ai_0          169
sky130_fd_sc_hd__inv_1             94
sky130_fd_sc_hd__ha_1              52
sky130_fd_sc_hd__clkbuf_1         965
sky130_fd_sc_hd__mux2_2           295
sky130_fd_sc_hd__buf_1             43
sky130_fd_sc_hd__buf_2            131
sky130_fd_sc_hd__fa_1              28
sky130_fd_sc_hd__a211oi_1          55
sky130_fd_sc_hd__dfxtp_1         2173
path summary, 6_finish.rpt:
check,endpoint,from,slack (ns)
max reg2reg,next_chunk[31]$_SDFFE_PP0P_,prev_g[0]$_SDFF_PP0_,23.85
max,next_chunk[31]$_SDFFE_PP0P_,b[2],13.96
min,index[1086]$_SDFFE_PP0P_,index[1086]$_SDFFE_PP0P_,0.45
min reg2reg,index[1086]$_SDFFE_PP0P_,index[1086]$_SDFFE_PP0P_,0.45
worst reg2reg max path: stages, from the launching register on:
cell and delay [ns]:
sky130_fd_sc_hd__dfxtp_1 0.32, sky130_fd_sc_hd__ha_1 0.18, sky130_fd_sc_hd__inv_1 0.06, sky130_fd_sc_hd__fa_1 0.39, sky130_fd_sc_hd__xor2_1 0.64, sky130_fd_sc_hd__inv_1 0.15, sky130_fd_sc_hd__ha_1 0.38, sky130_fd_sc_hd__o21ai_0 0.23
sky130_fd_sc_hd__nand4_1 0.19, sky130_fd_sc_hd__a41o_1 0.32, sky130_fd_sc_hd__maj3_1 0.39, sky130_fd_sc_hd__maj3_1 0.38, sky130_fd_sc_hd__xnor2_1 0.20, sky130_fd_sc_hd__mux2i_1 0.38, sky130_fd_sc_hd__nand4b_1 0.69, sky130_fd_sc_hd__nand3_4 0.54
sky130_fd_sc_hd__mux2_2 0.38
cells by family (layout without fill, tap and decap cells):
family | count (synthesis) | count (layout) | synth area share (%)
adder cells (fa/ha/maj) | 84 | 84 | 1.31
flip-flops | 2173 | 2173 | 45.4
AND/OR/NAND/NOR | 4799 | 4799 | 19.6
other | 0 | 11 | 0
multiplexers | 567 | 567 | 6.97
AND-OR/OR-AND | 3335 | 3335 | 20.3
XOR/XNOR | 79 | 79 | 0.776
buffers and inverters | 1307 | 943 | 5.63
per-layer routing:
layer / wire (µm) / up-vias / track usage, % / part of all wire, %
met5: 108 / - / 0.0446 / 0.025
met4: 25500 / 16 / 12.8 / 6.0
met3: 64400 / 1417 / 12.5 / 15
met2: 176000 / 6048 / 37.1 / 41
met1: 162000 / 44600 / 34.6 / 38
li1: - / 40800 / - / -
registers in the layout (all words and copies together), names as in the netlist, 3 cells and up:
register,flops
prev_a,8
chunk,40
next_chunk,40
run,6
prev_g,8
prev_r,8
next_chunk_len,3
prev_b,8
index,2048
chunk_len,3
metrics by stage:
stage	setup WS [ns]	instance area, µm²
2_1_floorplan	17.36	95800
5_1_grt	13.89	107000
3_5_place_dp	13.52	99900
6_report	13.96	107000
4_1_cts	14.44	107000
3_3_place_gp	13.48	99900
cell type report:
type,instances,share of cell area (%)
sequential,2173,40.5
timing repair buffer,443,3.30
tap,4180,4.87
inverter,97,0.350
multi-input combinational,8864,44.0
clock buffer,334,6.12
antenna,11,0.0256
clock inverter,69,0.870
With no activity given, the tool overestimates toggling in this design, so its power and IR-drop figures are unreliable.
